**./config.mk**
```make
export PLATFORM = sky130hd
export DESIGN_NAME = min_val_less_8x_with_index
export DESIGN_NICKNAME = min_val_less_8x_with_index
export VERILOG_FILES = /design/flow/design.v
export SDC_FILE = /design/flow/constraint.sdc
export NUM_CORES = 4
export LEC_CHECK = 1
export CORE_UTILIZATION = 40
```
**./constraint.sdc**
```tcl
current_design min_val_less_8x_with_index

set clk_period 11.5
set clk_io_pct 0.2

create_clock -name clk0 -period $clk_period

set non_clock_inputs [all_inputs -no_clocks]
set_input_delay [expr $clk_period * $clk_io_pct] -clock clk0 $non_clock_inputs
set_output_delay [expr $clk_period * $clk_io_pct] -clock clk0 [all_outputs]
```
**./design.v**
```verilog
localparam STAGE_WIDTH = 4;
localparam [STAGE_WIDTH-1:0]
    STAGE_IDLE = 0,
    STAGE_MEASUREMENT_LOADING = 1,
    STAGE_GROW = 2,
    STAGE_MERGE = 3,
    STAGE_PEELING = 4,
    STAGE_RESULT_VALID = 5,
    STAGE_PARAMETERS_LOADING = 6,
    STAGE_MEASUREMENT_PREPARING = 7,
    STAGE_ERASURE_LOADING = 8;
localparam [7:0]
    START_DECODING_MSG = 8'h01,
    MEASUREMENT_DATA_HEADER = 8'h02;
`timescale 1ns / 1ps
module tree_compare_solver #(
    parameter DATA_WIDTH = 8,   
    parameter CHANNEL_COUNT = 6   
) (
    input wire [DATA_WIDTH-1:0] default_value,
    input wire [(DATA_WIDTH * CHANNEL_COUNT)-1:0] values,
    input wire [CHANNEL_COUNT-1:0] valids,
    output wire [DATA_WIDTH-1:0] result
);
localparam DEPTH = $clog2(CHANNEL_COUNT);
localparam EXPAND_COUNT = 2 ** DEPTH;
localparam ALL_EXPAND_COUNT = 2 * EXPAND_COUNT - 1;   
wire [ALL_EXPAND_COUNT-1:0] expanded_valids;
wire [(DATA_WIDTH * ALL_EXPAND_COUNT)-1:0] expanded_values;
generate
genvar i;
for (i=0; i < EXPAND_COUNT; i=i+1) begin: initialization
    if (i < CHANNEL_COUNT) begin
        assign expanded_values[((i+1) * DATA_WIDTH) - 1 : (i * DATA_WIDTH)] = values[((i+1) * DATA_WIDTH) - 1 : (i * DATA_WIDTH)];
        assign expanded_valids[i] = valids[i];
    end else begin
        assign expanded_valids[i] = 0;   
    end
end
for (i=0; i < DEPTH; i=i+1) begin: election
    genvar j;
    for (j=0; j < (2 ** (DEPTH - 1 - i)); j=j+1) begin: layer_election
        assign expanded_valids[((2 ** (DEPTH + 1) - 2 ** (DEPTH - i)) + j)] = expanded_valids[((2 ** (DEPTH + 1) - 2 ** (DEPTH + 1 - i)) + 2 * j)] || expanded_valids[(((2 ** (DEPTH + 1) - 2 ** (DEPTH + 1 - i)) + 2 * j) + 1)];
        assign expanded_values[((((2 ** (DEPTH + 1) - 2 ** (DEPTH - i)) + j)+1) * DATA_WIDTH) - 1 : (((2 ** (DEPTH + 1) - 2 ** (DEPTH - i)) + j) * DATA_WIDTH)] = expanded_valids[((2 ** (DEPTH + 1) - 2 ** (DEPTH + 1 - i)) + 2 * j)] ? 
            (expanded_valids[(((2 ** (DEPTH + 1) - 2 ** (DEPTH + 1 - i)) + 2 * j) + 1)] ? (
                expanded_values[((((2 ** (DEPTH + 1) - 2 ** (DEPTH + 1 - i)) + 2 * j)+1) * DATA_WIDTH) - 1 : (((2 ** (DEPTH + 1) - 2 ** (DEPTH + 1 - i)) + 2 * j) * DATA_WIDTH)] < expanded_values[(((((2 ** (DEPTH + 1) - 2 ** (DEPTH + 1 - i)) + 2 * j) + 1)+1) * DATA_WIDTH) - 1 : ((((2 ** (DEPTH + 1) - 2 ** (DEPTH + 1 - i)) + 2 * j) + 1) * DATA_WIDTH)] ? expanded_values[((((2 ** (DEPTH + 1) - 2 ** (DEPTH + 1 - i)) + 2 * j)+1) * DATA_WIDTH) - 1 : (((2 ** (DEPTH + 1) - 2 ** (DEPTH + 1 - i)) + 2 * j) * DATA_WIDTH)] : expanded_values[(((((2 ** (DEPTH + 1) - 2 ** (DEPTH + 1 - i)) + 2 * j) + 1)+1) * DATA_WIDTH) - 1 : ((((2 ** (DEPTH + 1) - 2 ** (DEPTH + 1 - i)) + 2 * j) + 1) * DATA_WIDTH)]
            ) : (expanded_values[((((2 ** (DEPTH + 1) - 2 ** (DEPTH + 1 - i)) + 2 * j)+1) * DATA_WIDTH) - 1 : (((2 ** (DEPTH + 1) - 2 ** (DEPTH + 1 - i)) + 2 * j) * DATA_WIDTH)])):
            (expanded_valids[(((2 ** (DEPTH + 1) - 2 ** (DEPTH + 1 - i)) + 2 * j) + 1)] ? (expanded_values[(((((2 ** (DEPTH + 1) - 2 ** (DEPTH + 1 - i)) + 2 * j) + 1)+1) * DATA_WIDTH) - 1 : ((((2 ** (DEPTH + 1) - 2 ** (DEPTH + 1 - i)) + 2 * j) + 1) * DATA_WIDTH)]) : (0));
    end
end
endgenerate
localparam ROOT_IDX = ALL_EXPAND_COUNT - 1;
assign result = expanded_valids[ROOT_IDX] ? (
    expanded_values[((ROOT_IDX+1) * DATA_WIDTH) - 1 : (ROOT_IDX * DATA_WIDTH)] < default_value ? expanded_values[((ROOT_IDX+1) * DATA_WIDTH) - 1 : (ROOT_IDX * DATA_WIDTH)] : default_value
) : (default_value);
endmodule
module min_val_with_index #(
    parameter DATA_WIDTH = 8,   
    parameter CHANNEL_COUNT = 8   
) (
  input [DATA_WIDTH-1:0] val1, 
  input [DATA_WIDTH-1:0] val2,
  input [CHANNEL_COUNT - 1 :0] valid1, 
  input [CHANNEL_COUNT - 1 :0] valid2,
  output reg [2*CHANNEL_COUNT - 1 :0] valid,
  output reg [DATA_WIDTH-1:0] min_val
);
  always@(*) begin
    if ((|valid1) && (|valid2)) begin
      if (val1 < val2) begin
        min_val = val1;
        valid[CHANNEL_COUNT-1:0] = valid1[CHANNEL_COUNT-1:0];
        valid[2*CHANNEL_COUNT-1:CHANNEL_COUNT] = {(CHANNEL_COUNT){1'b0}};
      end else begin
        min_val = val2;
        valid[CHANNEL_COUNT-1:0] = {(CHANNEL_COUNT){1'b0}};
        valid[2*CHANNEL_COUNT-1:CHANNEL_COUNT] = valid2[CHANNEL_COUNT-1:0];
      end
    end
    else if (|valid1) begin
      min_val = val1;
      valid[CHANNEL_COUNT-1:0] = valid1[CHANNEL_COUNT-1:0];
      valid[2*CHANNEL_COUNT-1:CHANNEL_COUNT] = {(CHANNEL_COUNT){1'b0}};
    end else if (|valid2) begin
      min_val = val2;
      valid[CHANNEL_COUNT-1:0] = {(CHANNEL_COUNT){1'b0}};
      valid[2*CHANNEL_COUNT-1:CHANNEL_COUNT] = valid2[CHANNEL_COUNT-1:0];
    end else begin
      min_val = val2;
      valid[CHANNEL_COUNT-1:0] = {(CHANNEL_COUNT){1'b0}};
      valid[2*CHANNEL_COUNT-1:CHANNEL_COUNT] = {(CHANNEL_COUNT){1'b0}};
    end
  end
endmodule
module min_val_4x_with_index #(
    parameter DATA_WIDTH = 8,   
    parameter CHANNEL_COUNT = 8   
) (
    input [4*DATA_WIDTH-1:0] val, 
    input [4*CHANNEL_COUNT - 1 :0] valid,
    output [DATA_WIDTH-1:0] min_val,
    output [4*CHANNEL_COUNT - 1 :0] min_valid
);
    wire [2*DATA_WIDTH-1:0] min_val_1;
    wire [4*CHANNEL_COUNT - 1 :0] min_valid_1;
    min_val_with_index #(
        .DATA_WIDTH(DATA_WIDTH),
        .CHANNEL_COUNT(CHANNEL_COUNT)
    ) min_val_with_index_1 (
        .val1(val[0*DATA_WIDTH+DATA_WIDTH-1:0*DATA_WIDTH]),
        .val2(val[1*DATA_WIDTH+DATA_WIDTH-1:1*DATA_WIDTH]),
        .valid1(valid[0*CHANNEL_COUNT+CHANNEL_COUNT-1:0*CHANNEL_COUNT]),
        .valid2(valid[1*CHANNEL_COUNT+CHANNEL_COUNT-1:1*CHANNEL_COUNT]),
        .valid(min_valid_1[0*CHANNEL_COUNT+2*CHANNEL_COUNT-1:0*CHANNEL_COUNT]),
        .min_val(min_val_1[0*DATA_WIDTH+DATA_WIDTH-1:0*DATA_WIDTH])
    );
    min_val_with_index #(
        .DATA_WIDTH(DATA_WIDTH),
        .CHANNEL_COUNT(CHANNEL_COUNT)
    ) min_val_with_index_2 (
        .val1(val[2*DATA_WIDTH+DATA_WIDTH-1:2*DATA_WIDTH]),
        .val2(val[3*DATA_WIDTH+DATA_WIDTH-1:3*DATA_WIDTH]),
        .valid1(valid[2*CHANNEL_COUNT+CHANNEL_COUNT-1:2*CHANNEL_COUNT]),
        .valid2(valid[3*CHANNEL_COUNT+CHANNEL_COUNT-1:3*CHANNEL_COUNT]),
        .valid(min_valid_1[2*CHANNEL_COUNT+2*CHANNEL_COUNT-1:2*CHANNEL_COUNT]),
        .min_val(min_val_1[1*DATA_WIDTH+DATA_WIDTH-1:1*DATA_WIDTH])
    );
    min_val_with_index #(
        .DATA_WIDTH(DATA_WIDTH),
        .CHANNEL_COUNT(2*CHANNEL_COUNT)
    ) min_val_with_index_3 (
        .val1(min_val_1[0*DATA_WIDTH+DATA_WIDTH-1:0*DATA_WIDTH]),
        .val2(min_val_1[1*DATA_WIDTH+DATA_WIDTH-1:1*DATA_WIDTH]),
        .valid1(min_valid_1[0*CHANNEL_COUNT+2*CHANNEL_COUNT-1:0*CHANNEL_COUNT]),
        .valid2(min_valid_1[2*CHANNEL_COUNT+2*CHANNEL_COUNT-1:2*CHANNEL_COUNT]),
        .valid(min_valid),
        .min_val(min_val)
    );
endmodule
module min_val_8x_with_index #(
    parameter DATA_WIDTH = 8,   
    parameter CHANNEL_COUNT = 8   
) (
    input [8*DATA_WIDTH-1:0] val, 
    input [8*CHANNEL_COUNT - 1 :0] valid,
    output [DATA_WIDTH-1:0] min_val,
    output [8*CHANNEL_COUNT - 1 :0] min_valid
);
    wire [2*DATA_WIDTH-1:0] min_val_1;
    wire [8*CHANNEL_COUNT - 1 :0] min_valid_1;
    min_val_4x_with_index #(
        .DATA_WIDTH(DATA_WIDTH),
        .CHANNEL_COUNT(CHANNEL_COUNT)
    ) min_val_4x_with_index_1 (
        .val(val[0*4*DATA_WIDTH+4*DATA_WIDTH-1:0*4*DATA_WIDTH]),
        .valid(valid[0*4*CHANNEL_COUNT+4*CHANNEL_COUNT-1:0*4*CHANNEL_COUNT]),
        .min_val(min_val_1[0*DATA_WIDTH+DATA_WIDTH-1:0*DATA_WIDTH]),
        .min_valid(min_valid_1[0*4*CHANNEL_COUNT+4*CHANNEL_COUNT-1:0*4*CHANNEL_COUNT])
    );
    min_val_4x_with_index #(
        .DATA_WIDTH(DATA_WIDTH),
        .CHANNEL_COUNT(CHANNEL_COUNT)
    ) min_val_4x_with_index_2 (
        .val(val[1*4*DATA_WIDTH+4*DATA_WIDTH-1:1*4*DATA_WIDTH]),
        .valid(valid[1*4*CHANNEL_COUNT+4*CHANNEL_COUNT-1:1*4*CHANNEL_COUNT]),
        .min_val(min_val_1[1*DATA_WIDTH+DATA_WIDTH-1:1*DATA_WIDTH]),
        .min_valid(min_valid_1[1*4*CHANNEL_COUNT+4*CHANNEL_COUNT-1:1*4*CHANNEL_COUNT])
    );
    min_val_with_index #(
        .DATA_WIDTH(DATA_WIDTH),
        .CHANNEL_COUNT(4*CHANNEL_COUNT)
    ) min_val_with_index_3 (
        .val1(min_val_1[0*DATA_WIDTH+DATA_WIDTH-1:0*DATA_WIDTH]),
        .val2(min_val_1[1*DATA_WIDTH+DATA_WIDTH-1:1*DATA_WIDTH]),
        .valid1(min_valid_1[0*CHANNEL_COUNT+4*CHANNEL_COUNT-1:0*CHANNEL_COUNT]),
        .valid2(min_valid_1[4*CHANNEL_COUNT+4*CHANNEL_COUNT-1:4*CHANNEL_COUNT]),
        .valid(min_valid),
        .min_val(min_val)
    );
endmodule
module min_val_less_8x_with_index #(
    parameter DATA_WIDTH = 8,   
    parameter CHANNEL_COUNT = 6   
) (
    input wire [(DATA_WIDTH * CHANNEL_COUNT)-1:0] values,
    input wire [CHANNEL_COUNT-1:0] valids,
    output wire [DATA_WIDTH-1:0] result,
    output wire [CHANNEL_COUNT-1:0] output_valids
);
parameter ALL_EXPAND_COUNT = 8;
wire [ALL_EXPAND_COUNT-1:0] expanded_valids;
wire [(DATA_WIDTH * ALL_EXPAND_COUNT)-1:0] expanded_values;
wire [ALL_EXPAND_COUNT-1:0] output_expanded_valids;
generate
genvar i;
for (i=0; i < ALL_EXPAND_COUNT; i=i+1) begin: initialization
    if (i < CHANNEL_COUNT) begin
        assign expanded_values[((i+1) * DATA_WIDTH) - 1 : (i * DATA_WIDTH)] = values[((i+1) * DATA_WIDTH) - 1 : (i * DATA_WIDTH)];
        assign expanded_valids[i] = valids[i];
        assign output_valids[i] = output_expanded_valids[i];
    end else begin
        assign expanded_valids[i] = 0;   
    end
end
endgenerate
min_val_8x_with_index #(
    .DATA_WIDTH(DATA_WIDTH),
    .CHANNEL_COUNT(1)
) min_val_8x_with_index_1 (
    .val(expanded_values),
    .valid(expanded_valids),
    .min_val(result),
    .min_valid(output_expanded_valids)
);
endmodule
```
**./run.sh**
```bash
#!/bin/bash
# OpenROAD 26Q1-2900-gdf79404cd8, Yosys 0.63+post, stock flow scripts
make -C /OpenROAD-flow-scripts/flow DESIGN_CONFIG=/design/flow/config.mk WORK_HOME=/design/flow/orfs finish
```
==> insert_results.sql <==
-- load yosys + openroad results
INSERT INTO impl_metrics (metric_group, metric, value, unit) VALUES
('placed_design', 'dpl_cell_area', '2550', 'um^2'),
('final_timing', 'final-hold-violation-count', '0', ''),
('drt', 'avgRoutedWirePerCell', '12.89', 'um'),
('critical_path', 'worst-path-max-fanout', '13', ''),
('placed_design', 'detailed_place_hpwl', '4229', 'um'),
('synth', 'ys_cells', '244', ''),
('synth', 'ys_seq_frac', '0', ''),
('drt', 'remaining_drc_errors', '0', ''),
('critical_path', 'critical-path-top-delay-family', 'AND-OR/OR-AND gates', ''),
('cts', 'hold_buffers', '0', ''),
('final_timing', 'tns', '0', 'ns'),
('synth', 'synthesis.yosys.warnings', '11', ''),
('grt', 'gr-total-overflow', '0', ''),
('hold_path', 'min_from', 'valids[1]', ''),
('critical_path', 'start_kind', 'input pin', ''),
('synth', 'synth_area_per_cell', '7.374', 'um^2'),
('flow_run', 'tool_warnings', '33', ''),
('floorplanning', 'dieArea', '4770', 'um^2'),
('critical_path', 'critical_path.endpoint_type', 'output port', ''),
('drt', 'via_per_inst', '5.259', ''),
('final_timing', 'final_min_period_over_clock_period', '0.9336', ''),
('final_layout', 'flow.area_growth_from_synthesis', '41.72', '%'),
('critical_path', 'critPathLaunch', 'values[13]', ''),
('flow_run', 'cap_violations', '0', ''),
('critical_path', 'crit_buf_inv', '7', ''),
('final_layout', 'stdcell_area', '2550', 'um^2'),
('floorplanning', 'die-height', '69.07', 'um'),
('outcome', 'status', 'finished clean', ''),
('critical_path', 'worst_path_max_delay_cell', 'sky130_fd_sc_hd__clkdlybuf4s50_1', ''),
('grt', 'grt_pass1_wl', '8093', 'um'),
('final_timing', 'maxSlewHeadroom', '0.6240', ''),
('final_layout', 'flop-count', '0', ''),
('synth', 'netlist-cell-type-count', '52', ''),
('floorplanning', 'core_region_area', '4324', 'um^2'),
('final_layout', 'layout_top_cell', 'sky130_fd_sc_hd__clkdlybuf4s50_1', ''),
('critical_path', 'path_common_cell', 'sky130_fd_sc_hd__inv_1', ''),
('floorplanning', 'placementRows', '24', ''),
('final_timing', 'post-route-min-period', '10.74', 'ns'),
('pwr', 'irDropWorstVdd', '0.00005411', 'V'),
('critical_path', 'critical_path_class', 'input pin to output port', ''),
('grt', 'first_global_vias', '1822', ''),
('critical_path', 'critical_path.max_stage_delay', '0.45', 'ns'),
('hold_path', 'min_path_type', 'input pin to output port', ''),
('grt', 'pin_count_of_the_biggest_net_entering_global_routing', '14', ''),
('final_layout', 'layout_top_cells_excl_fill_tap', 'sky130_fd_sc_hd__clkdlybuf4s50_1 (68), sky130_fd_sc_hd__inv_1 (35), sky130_fd_sc_hd__ha_1 (34)', ''),
('floorplanning', 'num_io_pins', '68', ''),
('drt', 'antenna-diode-count', '0', ''),
('final_layout', 'regArea', '0', 'um^2'),
('cts', 'post_cts.resized_instances', '0', ''),
('final_layout', 'filler_cell_count', '402', ''),
('floorplanning', 'die-width', '69.07', 'um'),
('final_timing', 'setup_viol', '0', ''),
('floorplanning', 'initCoreUtil', '0.4161', ''),
('synth', 'syn-instance-count', '244', ''),
('final_layout', 'clockBufferCount', '0', ''),
('final_timing', 'worst_hold_slack', '5.601', 'ns'),
('placed_design', 'port-buffer-count', '68', ''),
('critical_path', 'worst-endpoint-required', '9.20', 'ns'),
('drt', 'drt-initial-drc-count', '115', ''),
('synth', 'ys_area', '1799', 'um^2'),
('grt', 'antenna_found_initial', '0', ''),
('final_layout', 'layout.core_utilization', '0.5897', ''),
('drt', 'finalWirelength', '4678', 'um'),
('grt', 'gr-usage-all-layers', '0.2026', ''),
('cts', 'post-cts-setup-buffer-count', '0', ''),
('pwr', 'power.leakage', '1.260', 'nW'),
('final_timing', 'clock.fmax', '93.14', 'MHz'),
('drt', 'antenna_left', '0', ''),
('final_timing', 'rsz_0062_raised_after_global_routing', 'no', ''),
('critical_path', 'worst-endpoint-arrival', '8.44', 'ns'),
('final_layout', 'post_route_cells_drive_above_1_share', '0.05145', ''),
('synth', 'mapped_cell_area', '1799', 'um^2'),
('final_timing', 'slew_viol_final', '0', ''),
('drt', 'detailroute.via_count', '1909', ''),
('placed_design', 'weighted_congestion_reported_at_the_end_of_routability_driven_placement', '0.8673', ''),
('drt', 'dr.pass1.iters', '4', ''),
('final_timing', 'worstMarginPinSlew', '0.5639', 'ns'),
('pwr', 'power_density', '71.88', 'nW/um^2');
## power by group
part	internal [W]	switching, W	total, W
Combinational	0.000102	0.0000813	0.000183
Clock	0	0	0
Sequential	0	0	0
## tightest hold or removal path: cells and delay by family
family | cells | cell delay, ns
compound gates | 1 | 0.15
buf+inv | 2 | 0.85
## stage by stage
| step | worst slack (ns) | std cells | power [W] |
|---|---|---|---|
| 2_1_floorplan | 1.922 | 244 | 0.0001097 |
| 3_3_place_gp | 0.7900 | 363 | 0.0001841 |
| 3_5_place_dp | 0.8371 | 363 | 0.0001835 |
| 4_1_cts | 0.8035 | 363 | 0.0001851 |
| 5_1_grt | 0.2856 | 363 | 0.0002057 |
| 6_report | 0.7631 | 363 | 0.0001833 |
## layout make-up
| type | instances | area, um^2 | area share |
|---|---|---|---|
| Multi-Input combinational cell | 205 | 1650 | 0.6472 |
| Tap cell | 52 | 65.06 | 0.02552 |
| Inverter | 35 | 131.4 | 0.05152 |
| Timing Repair Buffer | 71 | 703.2 | 0.2758 |
## Yosys cell counts (2+ instances only)
library cell | number | area [um^2]
sky130_fd_sc_hd__a2111oi_4 | 2 | 55.05
sky130_fd_sc_hd__a211o_1 | 5 | 43.79
sky130_fd_sc_hd__a211oi_1 | 3 | 22.52
sky130_fd_sc_hd__a21o_1 | 6 | 45.04
sky130_fd_sc_hd__a21oi_1 | 20 | 100.1
sky130_fd_sc_hd__a32oi_1 | 3 | 26.28
sky130_fd_sc_hd__and2_1 | 4 | 25.02
sky130_fd_sc_hd__and4_1 | 2 | 17.52
sky130_fd_sc_hd__buf_2 | 2 | 10.01
sky130_fd_sc_hd__clkbuf_1 | 2 | 7.510
sky130_fd_sc_hd__ha_1 | 34 | 425.4
sky130_fd_sc_hd__inv_1 | 35 | 131.4
sky130_fd_sc_hd__mux2_1 | 7 | 78.83
sky130_fd_sc_hd__mux2i_1 | 14 | 140.1
sky130_fd_sc_hd__nand2_1 | 13 | 48.80
sky130_fd_sc_hd__nand2b_1 | 3 | 18.77
sky130_fd_sc_hd__nand3_1 | 2 | 10.01
sky130_fd_sc_hd__nand4_1 | 3 | 18.77
sky130_fd_sc_hd__nor2_1 | 21 | 78.83
sky130_fd_sc_hd__nor2b_1 | 7 | 43.79
sky130_fd_sc_hd__nor3_1 | 3 | 15.01
sky130_fd_sc_hd__o211a_1 | 4 | 40.04
sky130_fd_sc_hd__o211ai_1 | 8 | 60.06
sky130_fd_sc_hd__o21a_1 | 3 | 22.52
sky130_fd_sc_hd__o21ai_0 | 8 | 40.04
sky130_fd_sc_hd__o21ai_1 | 3 | 15.01
sky130_fd_sc_hd__or2_1 | 2 | 12.51
## kinds of logic (layout without fill, tap and decap cells)
logic type               Yosys count  count (layout)  share of synthesized area
adder cells (fa/ha/maj)           34              34                     0.2364
AND/OR/NAND/NOR                   68              68                     0.1989
AND-OR/OR-AND                     80              80                     0.3456
buffers and inverters             39             106                    0.08276
multiplexers                      23              23                     0.1363
## routing by layer
| layer | up-vias | routed length (um) | global-route usage | part of all wire |
|---|---|---|---|---|
| met5 | - | 0 | 0 | 0 |
| met4 | 0 | 0 | 0 | 0 |
| met3 | 0 | 270 | 0.01039 | 0.058 |
| met2 | 55 | 2057 | 0.3387 | 0.44 |
| met1 | 806 | 2350 | 0.3070 | 0.50 |
| li1 | 1048 | - | - | - |
## final timing paths
check                          end  slack, ns  cells past startpoint
hold / removal    output_valids[1]       5.60                      3
setup / recovery         result[0]       0.76                     28
No activity file was given, so power comes from the tool's default toggle rates.
