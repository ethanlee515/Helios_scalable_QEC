$ cat ./design.v
localparam STAGE_WIDTH = 4;
localparam [STAGE_WIDTH-1:0]
    STAGE_IDLE = 0,
    STAGE_MEASUREMENT_LOADING = 1,
    STAGE_GROW = 2,
    STAGE_MERGE = 3,
    STAGE_PEELING = 4,
    STAGE_RESULT_VALID = 5,
    STAGE_PARAMETERS_LOADING = 6,
    STAGE_MEASUREMENT_PREPARING = 7,
    STAGE_ERASURE_LOADING = 8;
localparam [7:0]
    START_DECODING_MSG = 8'h01,
    MEASUREMENT_DATA_HEADER = 8'h02;
module error_stream(
    clk,
    reset,
    s0_initial,
    s1_initial,
    update_errors,
    update_valid,
    error_stream
);
parameter MEASUREMENT_ROUNDS = 5;
localparam BIT_WIDTH = 64;
input clk;
input reset;
input update_errors;
output update_valid;
output reg [MEASUREMENT_ROUNDS - 1 : 0]  error_stream;
input [BIT_WIDTH - 1 : 0] s0_initial;
input [BIT_WIDTH - 1 : 0] s1_initial;
reg [31:0] counter;
reg result_valid;
reg [BIT_WIDTH - 1 : 0] r;
reg next_u64;
reg [1:0] state;
rand_gen_stage rg(
    .s0_initial(s0_initial),
    .s1_initial(s1_initial),
    .s0_new(),
    .s1_new(),
    .r(r),
    .next_u64(next_u64),
    .valid(result_valid),
    .clk(clk),
    .reset(reset)
);
always@(posedge clk) begin
    if(reset) begin
        state <= 2'b0;
        counter <= 0;
    end else begin
        case(state)
            2'b00: begin  
                state <= 2'b1;
                counter <= 0;
            end
            2'b01: begin  
                state <= 2'b10;
                counter <= 0;
            end
            2'b10: begin
                if(result_valid) begin
                    counter <= counter + 1;
                end
                if(counter == MEASUREMENT_ROUNDS - 1) begin
                    state <= 2'b11;
                end
            end
            2'b11: begin
                if(update_errors) begin
                    state <= 2'b1;
                end
            end
        endcase
    end
end
assign update_valid = state == 2'b11 ? 1 : 0;
always@(*) begin
    if(state == 2'b1) begin
        next_u64 = 1'b1;
    end else if(state == 2'b10) begin
        next_u64 = result_valid;
    end else begin
        next_u64 = 0;
    end
end
always@(posedge clk) begin
    if(result_valid) begin
        error_stream[counter] <= (r[63:54] == 10'd0) ? 1 : 0;  
    end
end
endmodule
module rand_gen_stage(
    s0_initial,
    s1_initial,
    s0_new,
    s1_new,
    r,
    next_u64,
    valid,
    clk,
    reset
);
localparam BIT_WIDTH = 64;
input [BIT_WIDTH - 1 : 0] s0_initial;
input [BIT_WIDTH - 1 : 0] s1_initial;
output [BIT_WIDTH - 1 : 0] s0_new;
output [BIT_WIDTH - 1 : 0] s1_new;
output [BIT_WIDTH - 1 : 0] r;
input next_u64;
output valid;
input clk;
input reset;
reg [BIT_WIDTH - 1 : 0] r1;
reg [BIT_WIDTH - 1 : 0] r2;
reg [BIT_WIDTH - 1 : 0] r3;
reg [BIT_WIDTH - 1 : 0] s1_1;
reg [BIT_WIDTH - 1 : 0] s1_2;
reg [BIT_WIDTH - 1 : 0] s0_1;
reg [BIT_WIDTH - 1 : 0] s0_2;
reg [BIT_WIDTH - 1 : 0] s0;
reg [BIT_WIDTH - 1 : 0] s1;
reg next_u64_d1;
reg next_u64_d2;
reg next_u64_d3;
reg next_u64_d4;
always @(posedge clk) begin
    if(reset) begin
        s0 <= s0_initial;
        s1 <= s1_initial;
        next_u64_d1 <= 0;
    end else begin
        if(next_u64) begin
            s0 <= s0_2;
            s1 <= s1_2;
        end
        next_u64_d1 <= next_u64; 
    end
end
always@(posedge clk) begin
    r1 <= s0*5;
    r2 [BIT_WIDTH - 1 : 7] <= r1[BIT_WIDTH - 1 -7 : 0];
    r2 [6 : 0] <= r1[BIT_WIDTH - 1 : BIT_WIDTH - 1 - 6];
    r3 <= r2*9;
    next_u64_d2 <= next_u64_d1;
    next_u64_d3 <= next_u64_d2;
    next_u64_d4 <= next_u64_d3;
    s1_1 <= s0^s1;
    s0_1 [BIT_WIDTH - 1 : 24] <= s0[BIT_WIDTH - 1 - 24 : 0];
    s0_1 [24-1 : 0] <= s0[BIT_WIDTH - 1 : BIT_WIDTH - 24];
    s0_2 <= s0_1^s1_1^(s1_1 << 16);
    s1_2 [BIT_WIDTH - 1 : 37] <= s1_1[BIT_WIDTH - 1 - 37 : 0];
    s1_2 [37-1 : 0] <= s1_1[BIT_WIDTH - 1 : BIT_WIDTH - 37];
end
assign r = r3;
assign s0_new = s0_2;
assign s1_new = s1_2;
assign valid = next_u64_d4;
endmodule
$ cat ./run.sh
#!/bin/bash
# OpenROAD 26Q1-2900-gdf79404cd8, Yosys 0.63+post, stock flow scripts
make -C /OpenROAD-flow-scripts/flow DESIGN_CONFIG=/design/flow/config.mk WORK_HOME=/design/flow/orfs finish
$ cat ./config.mk
export PLATFORM = sky130hd
export DESIGN_NAME = error_stream
export DESIGN_NICKNAME = error_stream
export VERILOG_FILES = /design/flow/design.v
export SDC_FILE = /design/flow/constraint.sdc
export NUM_CORES = 4
export LEC_CHECK = 1
export CORE_UTILIZATION = 40
$ cat ./constraint.sdc
current_design error_stream

set clk_period 16.5
set clk_io_pct 0.2

create_clock -name clk0 -period $clk_period [get_ports {clk}]

set non_clock_inputs [all_inputs -no_clocks]
set_input_delay [expr $clk_period * $clk_io_pct] -clock clk0 $non_clock_inputs
set_output_delay [expr $clk_period * $clk_io_pct] -clock clk0 [all_outputs]
==> flow_metrics.py <==
# Auto-generated metrics
metrics = {
    "clocking": {
        "cts.path.max_buffers": 3,
        "ctsResizeCount": 0,
        "numClockSinks": 565,
        "postCtsHoldBufs": 0,
        "post_cts_buffers": 0,
        "cts_tree": "yes",
        "clock_latency_ns": 0.63,
        "cts.clk_slew.worst_paths_ns": 0.07,
        "cts_inserted_buffers": 57,
        "ctsRootBufferMaster": "clkbuf_16",
        "htree_levels": 2,
    },
    "synth": {
        "synth_area_um2": 24300,
        "ys_seq_elements": 565,
        "yosys-stat-area_um2": 24300,
        "synth.distinct_cells": 75,
        "ys_async_sr_fraction": 0,
        "avgSynthCellArea_um2": 11.7,
        "ff_type": "dfxtp_1",
        "ys_seq_frac": 0.519,
        "ys_cells": 2077,
        "edf_count": 133,
        "syn-instance-count": 2077,
        "synth_warnings": 2,
    },
    "sta": {
        "fmax_mhz": 182,
        "finalSetupTns_ns": 0,
        "final_hold_viol_count": 0,
        "setup_viol": 0,
        "grt_setup_unrepaired": "false",
        "whs_ns": 0.320,
        "fin_crit_ns": 5.48,
        "tightest_slew_ns": 0.832,
        "skew_ns": 0.0467,
        "worst_slack_ns": 11.02,
        "relSlewSlack": 0.441,
        "maxSlewViolCount": 0,
        "period_used_share": 0.332,
    },
    "place": {
        "dp_hpwl_mm": 44.1,
        "io_buffers": 136,
        "placed_cells": 2947,
        "place.gp.congestion": 0.939,
        "placed_area_um2": 26500,
        "dp_slack_ns": 10.35,
    },
    "min_path": {
        "hold_path_depth": 0,
        "hold_path.class": "reg -> reg",
        "hold_start": "rg.r1[18]",
        "whs_endpoint": "rg.r2[25]",
    },
    "worst_setup_path": {
        "cpMostUsedCell": "buf_4",
        "critPathMaxStageDelay_ns": 0.66,
        "r2r.worst_path.cells": 14,
        "rrSetupSlack_ns": 12.33,
        "cp_cell_sequence": "buf_6 > or3_4 > buf_4 > buf_4",
        "critical-path-slowest-cell": "buf_4",
        "cp_max_fo": 64,
        "cp-start-kind": "primary input",
        "path_class": "in -> reg",
        "reg2reg_from": "rg.s0[3]",
        "cp.required_ns": 16.72,
        "end_kind": "flip-flop",
        "arrival_ns": 5.70,
        "reg2reg_to": "rg.r1[63]",
    },
    "detailed_routing": {
        "num_vias": 15693,
        "dr_wl_met3_mm": 3.35,
        "drt-met1-wl_mm": 27.1,
        "ant_nets": 0,
        "wl_met2_mm": 26.1,
        "drt_iter0_drc": 913,
        "wirelength_mm": 58.3,
        "drc": 0,
        "drt_pass1_iterations": 4,
        "highest_layer": "met4",
        "vias_per_cell": 5.14,
        "detail_route.wl_per_cell_um": 19.1,
    },
    "grt": {
        "grt_pass1_vias": 15500,
        "antenna_found_initial": 1,
        "grt_max_degree": 65,
        "grt_usage": 0.198,
        "grt_pass1_wl_mm": 89.9,
        "grt-ovfl-total": 0,
    },
    "die": {
        "fp.dieW_um": 249,
        "core.rowCount": 90,
        "initial_core_util": 0.404,
        "die_h_um": 249,
        "chip_area_um2": 61800,
        "coreArea_um2": 60200,
        "io_pins": 137,
    },
    "run_status": {
        "status": "complete, no violations",
    },
    "power_and_ir_drop": {
        "p_leak_nw": 11.6,
        "power.density_nw_per_um2": 205,
        "vdd_drop_max_mv": 0.102,
    },
    "flow_run": {
        "warning_count": 26,
        "maxCapViolations": 0,
    },
    "finish": {
        "lay_top_cells": "432 x dfxtp_1, 240 x ha_1, 149 x xnor2_1",
        "flop_area_um2": 12600,
        "instances_no_fill": 3056,
        "lay_top_count": "dfxtp_1",
        "combGateArea_um2": 11300,
        "finalInstanceArea_um2": 28400,
        "fillers": 5207,
        "drive_gt1_frac": 0.109,
        "area_delta_synth_final_pct": 16.8,
    },
}
==> synth_stat cells (all sizes together), types with 13 or more instances <==
| master | n | area (um^2) |
|---|---|---|
| o21a | 13 | 97.6 |
| o21bai | 13 | 97.6 |
| nand3 | 46 | 243 |
| dfxtp | 432 | 8650 |
| edfxtp | 133 | 3990 |
| o21ai | 71 | 355 |
| mux2 | 133 | 1500 |
| or3 | 18 | 113 |
| xor2 | 120 | 1050 |
| xnor2 | 149 | 1310 |
| ha | 240 | 3000 |
| nor2 | 110 | 413 |
| nor3 | 34 | 180 |
| a211oi | 18 | 140 |
| a31oi | 19 | 119 |
| nand4 | 30 | 188 |
| inv | 38 | 143 |
| a21o | 46 | 345 |
| nand2 | 78 | 293 |
| clkbuf | 50 | 188 |
| nor4 | 16 | 151 |
| a21oi | 125 | 626 |
==> critical path: cells and delay by family <==
family                 cells  cell delay, ns
and+or+nand+nor            1            0.57
buffers and inverters      3            1.72
==> sequential cells by signal, indices dropped and copies added, names as in the netlist <==
register        flops
rg.s1_2            64
rg.s1              64
rg.next_u64_d2      1
counter            32
rg.r3              10
rg.next_u64_d4      1
error_stream        5
rg.s0              64
rg.s1_1            64
rg.s0_1            62
rg.next_u64_d1      1
state               4
rg.next_u64_d3      1
rg.r2              64
rg.r1              64
rg.s0_2            64
==> stage by stage <==
step | util | power, W
floorplan | - | 0.00389
global placement | 0.440 | 0.00452
detailed placement | 0.440 | 0.00453
CTS | 0.472 | 0.00587
global route | 0.472 | 0.00625
finish | 0.472 | 0.00582
==> final cells by class <==
cell class	instances	area share
Sequential cell	565	0.445
Tap cell	782	0.0344
Multi-Input combinational cell	1416	0.399
Clock inverter	30	0.0114
Antenna cell	1	0.0000880
Timing Repair Buffer	146	0.0506
Inverter	38	0.00502
Clock buffer	78	0.0551
==> layer usage <==
layer	track usage	vias to the layer above
li1	-	7874
met4	0.0493	0
met5	0	-
met3	0.0403	80
met2	0.301	374
met1	0.300	7365
==> worst max path at each step <==
stage	cells past startpoint	slack (ns)	startpoint	to
CTS	4	10.98	reset	rg.s0[15]
global route	4	10.85	reset	rg.s0[15]
finish	4	11.02	reset	rg.s0[36]
==> cell families after synthesis <==
kind of cell | synth area share
adders and majority gates | 0.124
buffers and inverters | 0.0153
AOI/OAI and AO/OA | 0.102
xor gates and xnor gates | 0.0968
and+or+nand+nor | 0.0798
muxes | 0.0628
DFF | 0.519
==> where the power goes <==
group	switching (W)	total (W)	internal (W)	leakage [nW]
Clock	0.000548	0.00128	0.000737	0.920
Combinational	0.00114	0.00218	0.00104	5.74
Sequential	0.000358	0.00235	0.00200	4.96
No activity file was given, so power comes from the tool's default toggle rates.
