### flow/config.mk
export PLATFORM = sky130hd
export DESIGN_NAME = router
export DESIGN_NICKNAME = router
export VERILOG_FILES = /design/flow/design.v
export SDC_FILE = /design/flow/constraint.sdc
export NUM_CORES = 4
export LEC_CHECK = 1
export CORE_UTILIZATION = 30
### flow/constraint.sdc
current_design router

set clk_period 16.1
set clk_io_pct 0.2

create_clock -name clk0 -period $clk_period [get_ports {clk}]

set non_clock_inputs [all_inputs -no_clocks]
set_input_delay [expr $clk_period * $clk_io_pct] -clock clk0 $non_clock_inputs
set_output_delay [expr $clk_period * $clk_io_pct] -clock clk0 [all_outputs]
### flow/design.v
localparam STAGE_WIDTH = 4;
localparam [STAGE_WIDTH-1:0]
    STAGE_IDLE = 0,
    STAGE_MEASUREMENT_LOADING = 1,
    STAGE_GROW = 2,
    STAGE_MERGE = 3,
    STAGE_PEELING = 4,
    STAGE_RESULT_VALID = 5,
    STAGE_PARAMETERS_LOADING = 6,
    STAGE_MEASUREMENT_PREPARING = 7,
    STAGE_ERASURE_LOADING = 8;
localparam [7:0]
    START_DECODING_MSG = 8'h01,
    MEASUREMENT_DATA_HEADER = 8'h02;
module fifo_fwft #(
    parameter DEPTH     = 16,        
    parameter WIDTH     = 4          
    ) (
    input  wire             clk,
    input wire srst,
    input  wire             wr_en,
    input  wire [WIDTH-1:0] din,
    output wire             full,
    output wire             empty,
    output wire [WIDTH-1:0] dout,
    input  wire             rd_en
    );
    localparam PW = $clog2(DEPTH);
    reg  [PW-1:0]   head;    
    reg  [PW-1:0]   tail;    
    wire  [PW-1:0]   tail_plus_one;    
    wire in_ready;
    wire out_valid;
    reg  [WIDTH-1:0] fifo [0:DEPTH-1];
    reg [PW:0] count = 0;
    always @(posedge clk) begin
        if (srst) begin
            count <= 0;
        end else begin
            if (wr_en & in_ready & out_valid & rd_en) begin
                count <= count;
            end else if (wr_en & in_ready) begin
                count <= count + 1;
            end else if (out_valid & rd_en) begin
                count <= count - 1;
            end
        end
    end
    always @(posedge clk) begin
        if (srst) begin
            tail <= 0;
        end else begin
            if (wr_en & in_ready) begin
                tail <= tail + 1;
                fifo[tail] <= din;
            end
        end
    end
    always @(posedge clk) begin
        if (srst) begin
            head <= 0;
        end else begin
            if (rd_en & out_valid) begin
                head <= head + 1;
            end
        end
    end
    assign out_valid = count != 0;  
    assign tail_plus_one = tail + 1;
    assign in_ready = count != DEPTH;  
    assign dout = fifo[head];
    assign full = !in_ready;
    assign empty = !out_valid;
endmodule
module fifo_wrapper #(
    parameter DEPTH     = 16,        
    parameter WIDTH     = 4          
    ) (
    input  wire             clk,
    input wire reset,
    input wire              input_valid,
    output wire             input_ready,
    input  wire [WIDTH-1:0] input_data,
    output wire             output_valid,
    input  wire             output_ready,
    output wire [WIDTH-1:0] output_data
);
    wire wr_en;
    wire rd_en;
    wire [WIDTH-1:0] din;
    wire [WIDTH-1:0] dout;
    wire full;
    wire empty;
    fifo_fwft #(.DEPTH(DEPTH), .WIDTH(WIDTH)) fifo_inst (
        .clk(clk),
        .srst(reset),
        .wr_en(wr_en),
        .din(din),
        .full(full),
        .empty(empty),
        .dout(dout),
        .rd_en(rd_en)
    );
    assign input_ready = ~full;
    assign output_valid = ~empty;
    assign din = input_data;
    assign wr_en = input_valid;
    assign output_data = dout;
    assign rd_en = output_ready;
endmodule
module router
(
    clk,
    reset, 
    mailbox_north_value_in,
    mailbox_north_valid_in,
    mailbox_north_ready_out,
    mailbox_east_value_in,
    mailbox_east_valid_in,
    mailbox_east_ready_out,
    mailbox_west_value_in,
    mailbox_west_valid_in,
    mailbox_west_ready_out,
    mailbox_south_value_in,
    mailbox_south_valid_in,
    mailbox_south_ready_out,
    mailbox_self_value_in,
    mailbox_self_valid_in,
    mailbox_self_ready_out,
    outqueue_north_value_out,
    outqueue_north_valid_out,
    outqueue_north_ready_in,
    outqueue_east_value_out,
    outqueue_east_valid_out,
    outqueue_east_ready_in,
    outqueue_west_value_out,
    outqueue_west_valid_out,
    outqueue_west_ready_in,
    outqueue_south_value_out,
    outqueue_south_valid_out,
    outqueue_south_ready_in,
    outqueue_self_value_out,
    outqueue_self_valid_out,
    outqueue_self_ready_in,
    ROW_ID,
    COL_ID
);
localparam [1:0] 
    Data_Qubit = 2'b0,
    StabX_Qubit =  2'b1,
    StabY_Qubit =  2'b10;
localparam CACHED_OFFER_WIDTH = 24;
localparam TOTAL_QUBITS = 13*13;
localparam CORDINATE_WIDTH = 4;  
localparam MATCH_VALUE_WIDTH = CORDINATE_WIDTH*2;  
localparam ACCEPT_PROB_WIDTH = 8;
localparam MAX_HOP_WIDTH = 4;
localparam [MAX_HOP_WIDTH - 1 : 0] MAX_HOP = 15;
localparam COST_WIDTH = 6;
localparam TIMESTAMP_WIDTH = 6;
localparam MSG_TYPE = 4;
localparam  MSG_TYPE_WIDTH = 4;
localparam MSG_WIDTH = MSG_TYPE_WIDTH + TIMESTAMP_WIDTH + CORDINATE_WIDTH*6 + COST_WIDTH + MAX_HOP_WIDTH;
localparam FIFO_DEPTH = 8;  
localparam  NEIGHBOUR_COST = 1;
localparam PROCESSING_STATE_WIDTH = 4;
localparam [PROCESSING_STATE_WIDTH - 1:0] 
    State_waiting_from_readout = 4'b0,  
    State_initial_resend = 4'b1,  
    State_brokered_break_offer_send = 4'b10,  
    State_loop_offer_send = 4'b11,
    State_msg_processing = 4'b100,
    State_break_offer_send = 4'b101,
    State_waiting_for_contract_send = 4'b110,
    State_break_offer_response_extra = 4'b111,
    State_loop_offer_response_extra = 4'b1000,
    State_wait_cache_reset = 4'b1001;
localparam QUBIT_STATE_WIDTH = 3;
localparam [QUBIT_STATE_WIDTH - 1:0] 
    State_initial = 3'b0,  
    State_send_offer =  3'b1,  
    State_waiting_contract = 3'b10,  
    State_matched =  3'b11;  
localparam [MSG_TYPE_WIDTH - 1 :0] 
    MSG_MatchOffer = 4'b0,
    MSG_AcceptOffer =  4'b1,
    MSG_RefuseAcceptance =  4'b10,
    MSG_Contract = 4'b11,
    MSG_BrokeredOffer =  4'b100,
    MSG_AcceptBrokeredOffer =  4'b101,
    MSG_BrokeredContract = 4'b110,
    MSG_BrokeredBreakOffer =  4'b111,
    MSG_BreakOffer =  4'b1000,
    MSG_LoopOffer = 4'b1001,
    MSG_BrokeredLoopOffer =  4'b1010;
input [CORDINATE_WIDTH - 1:0] ROW_ID;
input [CORDINATE_WIDTH - 1:0] COL_ID;
input clk;
input reset; 
input [MSG_WIDTH -1 : 0] mailbox_north_value_in;
input mailbox_north_valid_in;
output mailbox_north_ready_out;
input [MSG_WIDTH -1 : 0] mailbox_east_value_in;
input mailbox_east_valid_in;
output mailbox_east_ready_out;
input [MSG_WIDTH -1 : 0] mailbox_west_value_in;
input mailbox_west_valid_in;
output mailbox_west_ready_out;
input [MSG_WIDTH -1 : 0] mailbox_south_value_in;
input mailbox_south_valid_in;
output mailbox_south_ready_out;
input [MSG_WIDTH -1 : 0] mailbox_self_value_in;
input mailbox_self_valid_in;
output mailbox_self_ready_out;
output reg [MSG_WIDTH -1 : 0] outqueue_north_value_out;
output reg outqueue_north_valid_out;
input outqueue_north_ready_in;
output reg [MSG_WIDTH -1 : 0] outqueue_east_value_out;
output reg outqueue_east_valid_out;
input outqueue_east_ready_in;
output reg [MSG_WIDTH -1 : 0] outqueue_west_value_out;
output reg outqueue_west_valid_out;
input outqueue_west_ready_in;
output reg [MSG_WIDTH -1 : 0] outqueue_south_value_out;
output reg outqueue_south_valid_out;
input outqueue_south_ready_in;
output reg [MSG_WIDTH -1 : 0] outqueue_self_value_out;
output reg outqueue_self_valid_out;
input outqueue_self_ready_in;
wire north_full;
wire south_full;
wire east_full;
wire west_full;
wire self_full;
wire north_empty;
wire south_empty;
wire east_empty;
wire west_empty;
wire self_empty;
reg north_read_en;
reg south_read_en;
reg east_read_en;
reg west_read_en;
reg self_read_en;
wire [MSG_WIDTH -1 : 0] mailbox_north_value;
wire [MSG_WIDTH -1 : 0] mailbox_south_value;
wire [MSG_WIDTH -1 : 0] mailbox_east_value;
wire [MSG_WIDTH -1 : 0] mailbox_west_value;
wire [MSG_WIDTH -1 : 0] mailbox_self_value;
reg [MSG_WIDTH - 1 : 0] next_msg_to_process;
reg next_msg_valid;
assign mailbox_north_ready_out = ~north_full;
assign mailbox_south_ready_out = ~south_full;
assign mailbox_east_ready_out = ~east_full;
assign mailbox_west_ready_out = ~west_full;
assign mailbox_self_ready_out = ~self_full;
fifo_fwft #(.DEPTH(FIFO_DEPTH), .WIDTH(MSG_WIDTH)) north_fifo(
  .clk(clk),
  .srst(reset),
  .din(mailbox_north_value_in),
  .wr_en(mailbox_north_valid_in),
  .rd_en(north_read_en),
  .dout(mailbox_north_value),
  .full(north_full),
  .empty(north_empty)
);
fifo_fwft #(.DEPTH(FIFO_DEPTH), .WIDTH(MSG_WIDTH))  south_fifo(
  .clk(clk),
  .srst(reset),
  .din(mailbox_south_value_in),
  .wr_en(mailbox_south_valid_in),
  .rd_en(south_read_en),
  .dout(mailbox_south_value),
  .full(south_full),
  .empty(south_empty)
);
fifo_fwft #(.DEPTH(FIFO_DEPTH), .WIDTH(MSG_WIDTH)) east_fifo(
  .clk(clk),
  .srst(reset),
  .din(mailbox_east_value_in),
  .wr_en(mailbox_east_valid_in),
  .rd_en(east_read_en),
  .dout(mailbox_east_value),
  .full(east_full),
  .empty(east_empty)
);
fifo_fwft #(.DEPTH(FIFO_DEPTH), .WIDTH(MSG_WIDTH)) west_fifo(
  .clk(clk),
  .srst(reset),
  .din(mailbox_west_value_in),
  .wr_en(mailbox_west_valid_in),
  .rd_en(west_read_en),
  .dout(mailbox_west_value),
  .full(west_full),
  .empty(west_empty)
);
fifo_fwft #(.DEPTH(FIFO_DEPTH), .WIDTH(MSG_WIDTH)) self_fifo(
  .clk(clk),
  .srst(reset),
  .din(mailbox_self_value_in),
  .wr_en(mailbox_self_valid_in),
  .rd_en(self_read_en),
  .dout(mailbox_self_value),
  .full(self_full),
  .empty(self_empty)
);
always@(*) begin
    if (~self_empty) begin
        next_msg_valid = 1'b1;
        next_msg_to_process = mailbox_self_value;
    end else if (~north_empty) begin
        next_msg_valid = 1'b1;
        next_msg_to_process = mailbox_north_value;
    end else if (~south_empty) begin
        next_msg_valid = 1'b1;
        next_msg_to_process = mailbox_south_value;
    end else if (~east_empty) begin
        next_msg_valid = 1'b1;
        next_msg_to_process = mailbox_east_value;
    end else if (~west_empty) begin
        next_msg_valid= 1'b1;
        next_msg_to_process = mailbox_west_value;
    end else begin
        next_msg_valid= 1'b0;
        next_msg_to_process = mailbox_self_value;
    end
end
wire [CORDINATE_WIDTH-1:0] msg_row;
wire [CORDINATE_WIDTH-1:0] msg_col;
reg message_can_be_pushed;
assign {msg_row,msg_col} = {get_receiver_row(next_msg_to_process), get_receiver_col(next_msg_to_process)};
always@(*) begin
    outqueue_north_valid_out = 0;
    outqueue_south_valid_out = 0;
    outqueue_east_valid_out = 0;
    outqueue_west_valid_out = 0;
    outqueue_self_valid_out = 0;
    message_can_be_pushed = 0;
    if (next_msg_valid) begin
        if (msg_row == {(CORDINATE_WIDTH){1'b1}}  &&
        outqueue_north_ready_in == 1'b1 && outqueue_south_ready_in == 1'b1 && outqueue_west_ready_in == 1'b1 && outqueue_east_ready_in == 1'b1) begin
            outqueue_north_valid_out = msg_col[3];
            outqueue_south_valid_out = msg_col[0];
            outqueue_east_valid_out = msg_col[2];
            outqueue_west_valid_out = msg_col[1];
            message_can_be_pushed = 1;
        end else if(msg_row == ROW_ID && msg_col == COL_ID && outqueue_self_ready_in == 1'b1) begin
            outqueue_self_valid_out = 1;
            message_can_be_pushed = 1;
        end else if(msg_row < ROW_ID && outqueue_north_ready_in == 1'b1) begin
            outqueue_north_valid_out = 1;
            message_can_be_pushed = 1;
        end else if (msg_row > ROW_ID && outqueue_south_ready_in == 1'b1) begin
            outqueue_south_valid_out = 1;
            message_can_be_pushed = 1;
        end else if (msg_row == ROW_ID && msg_col > COL_ID && outqueue_east_ready_in == 1'b1) begin
            outqueue_east_valid_out = 1;
            message_can_be_pushed = 1;
        end else if (msg_row == ROW_ID && msg_col < COL_ID && outqueue_west_ready_in == 1'b1) begin
            outqueue_west_valid_out = 1;
            message_can_be_pushed = 1;
        end
    end
end
always@(*) begin
    if (msg_row == {(CORDINATE_WIDTH){1'b1}} && msg_col == {(CORDINATE_WIDTH){1'b1}}) begin
        outqueue_north_value_out = {cordinate_add(ROW_ID, -1), COL_ID, message_except_dest(next_msg_to_process)};
        outqueue_south_value_out = {cordinate_add(ROW_ID, 1), COL_ID, message_except_dest(next_msg_to_process)};
        outqueue_west_value_out = {ROW_ID, cordinate_add(COL_ID, -1),  message_except_dest(next_msg_to_process)};
        outqueue_east_value_out = {ROW_ID, cordinate_add(COL_ID, 1),  message_except_dest(next_msg_to_process)};
        outqueue_self_value_out = {(MSG_WIDTH){1'bx}};
    end else begin
        outqueue_north_value_out = next_msg_to_process;
        outqueue_south_value_out = next_msg_to_process;
        outqueue_west_value_out = next_msg_to_process;
        outqueue_east_value_out = next_msg_to_process;
        outqueue_self_value_out = next_msg_to_process;
    end
end
always@(*) begin
    north_read_en = 1'b0;
    south_read_en = 1'b0;
    east_read_en = 1'b0;
    west_read_en = 1'b0;
    self_read_en = 1'b0;
    if (message_can_be_pushed == 1'b1) begin
        if (~self_empty) begin
            self_read_en = 1'b1;
        end else if (~north_empty) begin
            north_read_en = 1'b1;
        end else if (~south_empty) begin
            south_read_en = 1'b1;
        end else if (~east_empty) begin
            east_read_en = 1'b1;
        end else if (~west_empty) begin
            west_read_en = 1'b1;
        end 
    end
end
function [CORDINATE_WIDTH-1:0] get_receiver_row;
    input [MSG_WIDTH-1 : 0] msg;
    begin
        get_receiver_row = msg [MSG_WIDTH -1 : CORDINATE_WIDTH*5 + COST_WIDTH + MAX_HOP_WIDTH + TIMESTAMP_WIDTH + MSG_TYPE_WIDTH];
    end
endfunction
function [CORDINATE_WIDTH-1:0] get_receiver_col;
    input [MSG_WIDTH-1 : 0] msg;
    begin
        get_receiver_col = msg [MSG_WIDTH -1 - CORDINATE_WIDTH : CORDINATE_WIDTH*4 + COST_WIDTH + MAX_HOP_WIDTH + TIMESTAMP_WIDTH + MSG_TYPE_WIDTH];
    end
endfunction
function [CORDINATE_WIDTH - 1:0] cordinate_add;
    input [CORDINATE_WIDTH-1 : 0] a, b;
    reg[31:0] y;
    begin
        y = a + b;
        cordinate_add = y [CORDINATE_WIDTH - 1:0];
    end
endfunction
function [MSG_WIDTH - CORDINATE_WIDTH - CORDINATE_WIDTH - 1:0] message_except_dest;
    input [MSG_WIDTH-1 : 0] msg;
    begin
        message_except_dest = msg [MSG_WIDTH - CORDINATE_WIDTH*2 -1 :0];
    end
endfunction
endmodule
### flow/run.sh
#!/bin/bash
# OpenROAD 26Q1-2900-gdf79404cd8, Yosys 0.63+post, stock flow scripts
make -C /OpenROAD-flow-scripts/flow DESIGN_CONFIG=/design/flow/config.mk WORK_HOME=/design/flow/orfs finish
==> metrics.sh <==
STATUS='complete, no violations'
SYNTH.CELL_AREA_SQ_MM=0.0727
GRT_MAX_DEGREE=82
ANTENNA_FOUND_INITIAL=126
P_PER_AREA_mW_PER_MM2=162
HOLD_PATH_DEPTH=2
POSTCTSHOLDBUFS=0
YS_CHIP_AREA_SQ_MM=0.0727
CRIT_TYPE='in -> out'
SETUP_SLACK_NS=6.98
DRT_WL_TOTAL_UM=190000
SYNTH_STAT.CELLS=3559
COMMONEST_CELLS_AFTER_ROUTING_FILL_AND_TAPS_ASIDE='edfxtp_1, clkdlybuf4s50_1, mux4_2'
SYNTHDISTINCTLIBCELLS=61
HOLD_START='north_fifo.head[1]'
YOSYSSEQAREASHARE_PCT=74.5
WORST_HOLD_PATH_TYPE='reg -> reg'
CTS_TREE='done'
GLOBAL_ROUTE.OVERFLOW_TOTAL=0
NETLIST_INSTANCES=3559
SLEW_AT_THE_PIN_WITH_THE_WORST_MAX_SLEW_SLACK_NS=1.02
CLOCK-SKEW-FINAL_NS=0.0458
ENABLE_FLOP_CELLS=1760
SYNTH-SEQ-CELLS=1825
WORST_SKEW_PAIR.LATE_LATENCY_NS=0.82
FMAX_MHz=110
SLEW_VIOLS_FINAL=0
CHIPHEIGHT_UM=494
SYNTH-WARNING-COUNT=2
WORST_HOLD_SLACK_NS=0.477
TOP_LAYER_USED='met5'
CRITICAL_PATH.STARTPOINT='ROW_ID[1]'
CRITICAL_PATH.REG2REG.ENDPOINT='south_fifo.count[1]'
WORST_IR_DROP_VDD_mV=0.129
POWER.STATIC_LEAKAGE_uW=0.0259
HPWLAFTERDP_UM=125000
DETAILROUTE.WIRELENGTH.MET3_UM=30600
ROUTE.DETAILED.DRC=0
VIAS_PER_CELL=4.87
CTSLONGESTPATHBUFFERS=3
WL_MET1_UM=61600
CTS-ROOT-BUF='clkbuf_16'
LAYOUT_MIN_CYCLE_TIME_NS=9.12
IO_BUFFER_COUNT=469
FINAL_LAYOUT_SIZE_SUFFIX_GT1_SHARE_PCT=21.2
TIMING.SETUP.TNS_NS=0
MAX_CAP_VIOL_COUNT=0
RSZ0062_AT_GRT='no'
PLACEDINSTANCEAREA_SQ_MM=0.0808
FILLER_CELL_COUNT=21700
SYNTHTOLAYOUTAREAGROWTH_PCT=18.5
STORAGE_CELL_AREA_SQ_MM=0.0542
VIAS=35700
CLKSLEWWORSTSETUPHOLDPATHS_NS=0.06
LOG.WARNING_COUNT=28
SLEW-LIMIT-HEADROOM_PCT=31.7
MI_LOGIC_AREA_SQ_MM=0.0168
POST-PLACE-WS_NS=7.01
CTS_MADE_BUFFERS=170
GRT_FIRST_PASS_WIRELENGTH_UM=270000
FP.DIEAREA_SQ_MM=0.244
DETAIL-ROUTE-ANTENNA-NETS=0
FIN_CRIT_SH_PCT=56.6
LENGTH_IN_CELLS_OF_THE_WORST_REG_TO_REG_PATH=17
POST-CTS-SETUP-BUFFERS=0
PLACE_CONGESTION=0.875
CTSRESIZECOUNT=0
TIMING.REG2REG.SETUP_SLACK_NS=10.15
AVGROUTEDWIREPERCELL_UM=25.9
STARTPOINT_TYPE='input pin'
MOSTFREQUENTLAYOUTCELL='edfxtp_1'
DETAILED_ROUTED_WIRE_LENGTH_ON_MET2_UM=92700
WORSTPATHARRIVAL_NS=5.90
ASYNC_FLOP_SHARE_PCT=0
ROW_COUNT=180
DRTITER0DRC=2079
CTS.SINKS=1825
SYNTHESIS.AREA_PER_INSTANCE_SQ_UM=20.4
HOLD_VIOL_FINAL=0
SETUP-VIOLATIONS-FINAL=0
CTS-HTREE-LEVELS=4
CRITICAL_PATH.MAX_FANOUT=4
POSTLAYOUTCELLAREA_SQ_MM=0.0862
SETUP.WORST_PATH.END_CLASS='output pin'
CORE_AREA_SQ_MM=0.241
CORE_UTIL_FLOORPLAN_PCT=30.2
FIRSTDRTPASSITERS=5
CRITICAL_PATH_REQUIRED_NS=12.88
YS.FLOP_TYPE='edfxtp_1'
GLOBAL_ROUTE.USAGE.TOTAL_PCT=16.7
FP.DIEW_UM=494
GRT_PASS1_VIAS=37600
DESIGN.PORTCOUNT=470
## power by group
group | total [uW] | internal (uW) | switching [uW]
clock network | 3880 | 2120 | 1760
registers | 5500 | 5360 | 146
logic | 4620 | 2380 | 2240
## routing by layer
| layer | vias up | GRT usage, % |
|---|---|---|
| met5 | - | 1.49 |
| met1 | 17900 | 18.7 |
| met2 | 1866 | 26.1 |
| met4 | 110 | 2.78 |
| met3 | 399 | 12.0 |
| li1 | 15400 | - |
## sequential cells by signal, indices dropped and copies added (netlist names), named ones only
signal	flops
north_fifo.head	3
north_fifo.fifo	352
self_fifo.count	4
south_fifo.fifo	352
east_fifo.fifo	352
west_fifo.tail	3
self_fifo.head	3
west_fifo.head	3
self_fifo.fifo	352
west_fifo.fifo	352
north_fifo.tail	3
south_fifo.count	4
west_fifo.count	4
self_fifo.tail	3
east_fifo.tail	3
north_fifo.count	4
east_fifo.head	3
south_fifo.tail	3
east_fifo.count	4
south_fifo.head	3
## cell families after synthesis
logic type      after synthesis  share of synthesized area (%)
flops                      1825                           74.5
mux                         641                           16.4
simple gates                375                           2.58
buf+inv                     363                           2.78
compound gates              283                           2.63
fa+ha+maj                    37                          0.689
xor+xnor                     35                          0.422
## how the worst max path moves through the flow
| stage | to | slack (ns) | cells after the start |
|---|---|---|---|
| CTS | outqueue_east_valid_out | 6.83 | 15 |
| global route | outqueue_east_valid_out | 6.62 | 15 |
| finish | outqueue_east_valid_out | 6.98 | 11 |
## per-stage QoR
step	util (%)	cells	total power, uW
6_report	35.8	7335	14000
5_1_grt	35.8	7322	14700
4_1_cts	35.8	7314	14200
3_5_place_dp	33.6	7001	10300
3_3_place_gp	33.6	7001	10300
2_1_floorplan	-	3559	8040
## cell usage after synthesis, types with 6 or more instances
master	count	area (sq um)
edfxtp_1	1760	52900
mux4_2	440	9910
mux2i_1	197	1970
buf_4	160	1200
nor2_1	132	495
a21oi_1	117	586
clkbuf_1	106	398
nand2_1	96	360
dfxtp_1	65	1300
o22ai_1	50	313
nor2b_1	44	275
buf_1	43	161
a211oi_1	40	300
o221ai_1	38	333
ha_1	32	400
buf_2	27	135
nand3_1	26	130
inv_1	21	78.8
xor2_1	20	175
nor3_1	16	80.1
xnor2_1	15	131
nand2b_1	10	62.6
nor4_1	9	56.3
and2_1	7	43.8
a21o_1	6	45.0
nor4_4	6	128
## critical path: stages
cell             delay, ns
clkdlybuf4s50_1       0.52
inv_1                 0.10
ha_1                  0.32
nor2b_1               0.14
o21a_1                0.16
o21a_1                0.20
o211a_1               0.26
nor2_1                0.16
nand3_1               0.09
a21oi_1               0.23
clkdlybuf4s50_1       0.50
## area by class of cell
cell class	count	share of cell area, %
Tap cell	3185	4.62
Sequential cell	1825	62.9
Multi-Input combinational cell	1371	19.5
Inverter	24	0.105
Antenna cell	21	0.0610
Timing Repair Buffer	596	6.58
Clock buffer	208	5.10
Clock inverter	105	1.10
Power figures rest on the tool's default switching activity, not on a simulated workload.
